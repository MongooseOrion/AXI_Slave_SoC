**./constraint.sdc**
```tcl
current_design axi_slave

set clk_period 4.3
set clk_io_pct 0.2

create_clock -name clk0 -period $clk_period [get_ports {sysclk}]

set non_clock_inputs [all_inputs -no_clocks]
set_input_delay [expr $clk_period * $clk_io_pct] -clock clk0 $non_clock_inputs
set_output_delay [expr $clk_period * $clk_io_pct] -clock clk0 [all_outputs]
```
**./config.mk**
```make
export PLATFORM = sky130hd
export DESIGN_NAME = axi_slave
export DESIGN_NICKNAME = axi_slave
export VERILOG_FILES = /design/flow/design.v
export SDC_FILE = /design/flow/constraint.sdc
export NUM_CORES = 4
export LEC_CHECK = 1
export CORE_UTILIZATION = 50
```
**./run.sh**
```bash
#!/bin/bash
# OpenROAD 26Q1-2900-gdf79404cd8, Yosys 0.63+post, stock flow scripts
make -C /OpenROAD-flow-scripts/flow DESIGN_CONFIG=/design/flow/config.mk WORK_HOME=/design/flow/orfs finish
```
**./design.v**
```verilog
module axi_slave (
   axis_awready, axis_wready, axis_bid, axis_bresp, axis_bvalid, axis_arready, axis_rid, axis_rdata, axis_rresp,
   axis_rlast, axis_rvalid, int_b,
   sysclk, sysrstn, axis_awid, axis_awaddr, axis_awlen, axis_awsize, axis_awburst, axis_awlock,
   axis_awcache, axis_awprot, axis_awvalid, axis_wid, axis_wdata, axis_wstrb, axis_wlast, axis_wvalid,
   axis_bready, axis_arid, axis_araddr, axis_arburst, axis_arlen, axis_arsize, axis_arlock, axis_arcache, axis_arprot,
   axis_arvalid, axis_rready
   ) ;
   input wire sysclk;
   input wire sysrstn;    
   input wire [3:0]  axis_awid;     
   input wire [31:0] axis_awaddr;    
   input wire [3:0]  axis_awlen;    
   input wire [2:0]  axis_awsize;   
   input wire [1:0]  axis_awburst;  
   input wire [1:0]  axis_awlock;   
   input wire [3:0]  axis_awcache;  
   input wire [2:0]  axis_awprot;   
   input wire        axis_awvalid;  
   output reg        axis_awready;  
   input wire [3:0]  axis_wid;      
   input wire [31:0] axis_wdata;    
   input wire [3:0]  axis_wstrb;    
   input wire        axis_wlast;    
   input wire        axis_wvalid;   
   output reg        axis_wready;   
   output reg [3:0]  axis_bid;     
   output reg [1:0]  axis_bresp;   
   output reg        axis_bvalid;  
   input wire        axis_bready;  
   input wire [3:0]  axis_arid;     
   input wire [31:0] axis_araddr;   
   input wire [3:0]  axis_arlen;    
   input wire [2:0]  axis_arsize;   
   input wire [1:0]  axis_arlock;   
   input wire [3:0]  axis_arcache;  
   input wire [2:0]  axis_arprot;   
   input wire        axis_arvalid;  
   input             axis_arburst;
   output reg        axis_arready;  
   output reg [3:0]  axis_rid;      
   output reg [31:0] axis_rdata;    
   output reg [1:0]  axis_rresp;    
   output wire        axis_rlast;    
   output reg        axis_rvalid;   
   input  wire       axis_rready;   
   output reg       int_b;    
   reg [31:0] memory [0:128];
   integer    i;
   reg [31:0]        write_address;
   reg [2:0]         write_size;
   reg [31:0]        reg0;
   reg [31:0]        reg1;
   reg [31:0]        reg2;
   reg [31:0]        reg3;
   wire              reg_rden;
   wire              reg_wren;
   reg [31:0]        reg_data_out;
   reg               aw_en;
   reg              axi_araddr;
   reg              axi_awaddr;
assign     axis_rlast      =    1'b1;
   always  @(posedge sysclk or negedge sysrstn) begin
      if (sysrstn == 1'b0) begin
         axis_awready <= 1'b0;
         aw_en       <= 1'b1;
      end
      else begin
         if(~axis_awready && axis_awvalid && axis_wvalid && aw_en) begin
            axis_awready <= 1'b1;
            aw_en       <= 1'b0;
         end
         else if (axis_bready && axis_bvalid) begin
            aw_en       <= 1'b1;
            axis_awready <= 1'b0;
         end
         else begin
            axis_awready <=  1'b0;
         end
        end
   end
   always @(posedge sysclk or negedge sysrstn)begin
      if(sysrstn == 1'b0)begin
            axi_awaddr  <= 0;
      end
      else begin
         if(~axis_awready && axis_awvalid && axis_wvalid && aw_en) begin
                axi_awaddr  <= axis_awaddr;
         end
      end
   end
   always @(posedge sysclk or negedge sysrstn) begin
      if(sysrstn == 1'b0) begin
         axis_wready    <= 1'b0;
      end
      else begin
         if(~axis_wready && axis_wvalid && axis_awvalid &&aw_en) begin
          axis_wready    <= 1'b1;
         end
         else begin
          axis_wready    <= 1'b0;
         end
      end
   end
   assign  reg_wren  = axis_wready && axis_wvalid && axis_awready && axis_awvalid;
   always @(posedge sysclk or negedge sysrstn) begin
      if(sysrstn == 1'b0)  begin
         reg0  <= 0;
         reg1  <= 0;
         reg2  <= 0;
         reg3  <= 0;
      end
      else begin
         if(reg_wren) begin
            case (axis_awaddr[3:2])
               2'h0: reg0  <=  axis_wdata;
               2'h1: reg1  <=  axis_wdata;
               2'h2: reg2  <=  axis_wdata;
               2'h3: reg3  <=  axis_wdata;
            default: begin
               reg0    <=  reg0;
               reg1    <=  reg1;
               reg2    <=  reg2;
               reg3    <=  reg3;
            end
            endcase
         end
      end
   end
   always @(posedge sysclk or negedge sysrstn) begin
      if(sysrstn == 1'b0) begin
         int_b   <= 1'b0;
      end
      else begin
         case (reg0)
            32'hFFFF_FFFF: int_b   <= 1;
            32'hAAAA_AAAA: int_b   <= 0;
         default:
            int_b   <= int_b;
         endcase
      end
   end
   always @(posedge sysclk or negedge sysrstn) begin
      if(sysrstn == 1'b0) begin
         axis_bvalid    <= 0;
         axis_bresp     <= 2'b0;
      end
      else begin
         if(axis_awready && axis_awvalid && ~axis_bvalid && axis_wready && axis_wvalid) begin
          axis_bvalid    <= 1'b1;
          axis_bresp     <= 2'b0;
         end
         else begin
            if(axis_bready && axis_bvalid) begin
              axis_bvalid    <= 1'b0;
            end
         end
      end
   end
   always @(posedge sysclk or negedge sysrstn) begin
      if(sysrstn == 1'b0) begin
         axis_arready   <= 1'b0;
         axi_araddr    <= 32'b0;
      end
      else begin
         if(~axis_arready && axis_arvalid) begin
          axis_arready   <= 1'b1;
          axi_araddr    <= axis_araddr;
         end
         else begin
          axis_arready   <= 1'b0;
         end
      end
   end
   always @(posedge sysclk or negedge sysrstn) begin
      if(sysrstn ==1'b0) begin
         axis_rvalid    <= 0;
         axis_rresp     <= 0;
      end
      else begin
         if(axis_arready && axis_arvalid && ~axis_rvalid) begin
            axis_rvalid    <= 1'b1;
            axis_rresp     <= 2'b0;
         end
         else if(axis_rvalid && axis_rready) begin
          axis_rvalid    <= 1'b0;
         end
      end
   end
   assign reg_rden = axis_arready & axis_arvalid & ~axis_rvalid;
   always @(*) begin
      case(axis_araddr[3:2])
         2'h0: reg_data_out    <= reg0;
         2'h1: reg_data_out    <= reg1;
         2'h2: reg_data_out    <= reg2;
         2'h3: reg_data_out    <= reg3;
      default: reg_data_out <= 0;
      endcase
   end
   always @(posedge sysclk or negedge sysrstn) begin
      if(sysrstn == 1'b0) begin
         axis_rdata <=0;
      end
      else begin
         if(reg_rden) begin
          axis_rdata <= reg_data_out;
         end
      end
   end
endmodule
```
==> results.txt <==
Entry: Yosys synthesis followed by OpenROAD place and route.

Floorplanning:
- The run puts the chip area at 15,000 um2.
- According to the floorplan log, the row count is 43.
- The run puts the height of the die at 123 um.
- The run puts the die width at 123 um.
- For this configuration, the core starts out at a cell density of 51.7%.
- The run gives the area of the core as 14,000 um2.
- The run puts the boundary pin count at 206.

Timing:
- The run puts the final tally of hold violations at 0.
- Hold is met by 451 ps.
- The run puts the setup TNS after final layout at 0 ps.
- The run gives the portion of the clock cycle consumed by the worst path in the final layout as between 50% and 60%.
- Setup slack on the critical path of the routed design comes to 1860 ps.
- The run puts the worst relative slew slack at 47.0%.
- For the pin with the worst max-slew slack, the measured transition is 795 ps.
- Setup repair after global routing left no endpoint under its margin.
- The run gives the achievable frequency as 410 MHz.
- The run gives the worst setup skew after layout as 5.27 ps.
- The run puts the shortest clock period the worst path allows after layout at 2440 ps.
- The run puts the max-slew violation count at 0.
- The end-of-flow timing check tallies setup violations at 0.

Yosys:
- The run puts the yosys cell count at approximately 430.
- The run gives the dominant register cell as sky130_fd_sc_hd__dfrtp_1.
- sky130_fd_sc_hd__dfrtp_1 is the most common cell in the netlist.
- In this run, synthesis inferred 0 flip-flops with an integrated enable.
- Counting instances in the post-synthesis netlist gives the leading cell types as sky130_fd_sc_hd__dfrtp_1, sky130_fd_sc_hd__mux2_2, sky130_fd_sc_hd__mux4_2.
- The run puts the average footprint of a synthesized cell at ~17 um2.
- Of the synthesized area, sequential elements account for 57.6%.
- The run puts the number of library cell types mapped by synthesis at 26.
- The run puts the post-synthesis instance area at 7260 um2.
- In the post-synthesis netlist, the biggest area contributors are sky130_fd_sc_hd__dfrtp_1, sky130_fd_sc_hd__mux2_2, sky130_fd_sc_hd__mux4_2.
- The run puts the cell count after synthesis at 432.
- Synthesis inferred approximately 170 register bits.
- The run puts the async set-or-reset flop fraction in the synthesized netlist at approximately 100%.
- Counting the warning lines in the Yosys log gives 9.
- Of all cell types, the one taking the most synthesized area is sky130_fd_sc_hd__dfrtp_1.
- The run puts the fraction of post-synthesis cell area in the top cell type by area at 57.2%.
- The run puts the post-synthesis chip area from yosys at 7260 um2.

Detailed routing:
- The run puts the wire length per cell after detailed routing at 19.7 um.
- The run gives the count of routing violations after the opening detailed-route iteration as 171.
- Per the detail_route report, the via count comes to 3,979.
- The run gives the first-pass detailed-route iteration total as 4.
- In the post-route report, total wirelength is listed as 13.9 mm.
- The run gives the detailed-route vias per instance as about 5.6.
- For this run, design rule violations remaining after detail routing come to 0.
- The run puts the final antenna diode count at 0.
- Per the post-route antenna check, the number of violating nets is 0.

Setup path:
- STA lists the startpoint of the worst register-to-register path as axis_wready.
- Data on the critical path arrives at its endpoint at ~2700 ps.
- The run gives the maximum fanout along the worst path as 12.
- The run gives the number of cells traversed by the worst register-to-register path as 5.
- The run gives the endpoint of the worst-slack reg-to-reg timing path as reg1[23].
- STA classifies the critical path startpoint as an input port.
- STA classifies the critical path endpoint as a flop.
- The run gives the critical path required time as 4600 ps.
- For reference, the most critical setup path is categorized as in2reg.
- The run gives the reg-to-reg setup timing slack as approximately 2400 ps.

CTS:
- The run gives the number of buffers created by CTS as 17.
- The run gives the buffer cell driving the clock tree root as sky130_fd_sc_hd__clkbuf_16.
- The run puts the buffer levels on the longest clock path at 2.
- The run gives the post-CTS setup buffer count as 0.
- The run puts the count of cells resized by post-cts repair at 0.
- TritonCTS built the clock tree.
- The H-tree generated during clock tree synthesis spans 4 levels.
- The run gives the clock latency on the worst-skew pair as roughly 410 ps.
- The run gives the quantity of hold-fixing buffers added after cts as 0.
- The run puts the count of clock tree sinks at 167.
- For reference, the clock transition at the flip-flops on the worst setup and hold paths is about 60 ps.

Outcome:
- The run finished with clean final reports.

Final layout:
- The run puts the final cell area excluding filler cells at 8730 um2.
- The run gives the area growth from synthesis to layout as 20.2%.
- The run gives the fraction of final layout cells with drive strength greater than 1 as 41.4%.
- For this run, the share of the core covered by cells in the final layout is 62.2%.

Min path:
- The number of cells on the worst hold path is listed as 1.
- The path class of the tightest hold or removal check is reg2reg.
- The run gives the end point of the most critical hold path as axis_arready.
- The run gives the source of the worst hold timing path as axis_arready.

Global route:
- The run puts the pin count of the biggest net entering global routing at 86.
- The run puts the total track usage at a little over a fifth.
- The initial antenna violation count is 0.
- The run gives the wire length of the first global-routing pass as 22.8 mm.
- The via count of the first global-routing pass was ~4.2k.
- The run puts the total global routing overflow at 0.

Flow run:
- Across all stage logs, warnings added up to 138.
- Across the run, the number of max-cap violations was 0.

Power:
- The run puts the worst vdd rail ir drop at 254 uV.
- The run gives the leakage power summed over all cells as 0.00424 uW.
- The run puts the total power density per cell area at 378 nW/um2.

Placement:
- The run puts the number of buffers added on ports at 80.
- The run puts the detailed placement HPWL at around 8.5 mm.
- The run puts the cell area reported after detailed placement at about 8100 um2.
- Setup slack on the worst path after placement came out at roughly 1400 ps.
- The run puts the final estimated routing congestion in global placement at a little under 0.8.
-- metrics by stage --
step	instances	total power (uW)
global route	709	3430
finish	709	3300
detailed placement	678	1740
global placement	678	1740
floorplan	443	1650
CTS	709	3340
-- sequential cells by signal, indices dropped and copies added, names as in the netlist --
signal,cells
aw_en,1
axis_arready,1
axis_awready,1
axis_bvalid,1
axis_rdata,32
axis_rvalid,1
axis_wready,1
int_b,1
reg0,32
reg1,32
reg2,32
reg3,32
-- area by class of cell --
class                           count  area, um2
Fill cell                        1031       5310
Sequential cell                   167       4180
Multi-Input combinational cell    239       2820
Timing Repair Buffer               91        880
Clock buffer                       22        474
Tap cell                          180        225
Clock inverter                      9        148
Inverter                            1       3.75
-- cells in the final DEF (no fill, tap or decap), drive strengths merged --
cell type	instances
a21oi	3
and4	2
buf	13
bufinv	4
clkbuf	22
clkdlybuf4s50	78
clkinv	4
clkinvlp	1
conb	13
dfrtp	166
dfstp	1
inv	1
mux2	160
mux2i	1
mux4	32
nand2	2
nand3	3
nand4	9
nor2	5
nor2b	1
nor3	1
nor4	6
o21ai	1
-- where the power goes --
group | switching (uW) | internal [uW] | leakage [uW] | total, uW
combinational | 77.1 | 57.4 | 0.00160 | 134
clock | 577 | 1010 | 0.000306 | 1590
sequential | 0.833 | 1570 | 0.00233 | 1570
-- cells by family after synthesis --
kind of cell	Yosys count	synth area share, %
AND-OR/OR-AND	4	0.276
buffers and inverters	37	4.27
flip-flops	167	57.6
multiplexers	193	35.2
other	2	0.103
AND/OR/NAND/NOR	29	2.60
-- how the worst max path moves through the flow --
stage / slack, ps / depth (start not counted) / start / endpoint
final: 1860 / 4 / axis_araddr[2] / axis_rdata[23]
after CTS: 1830 / 4 / axis_araddr[2] / axis_rdata[23]
after global routing: 1790 / 6 / axis_awvalid / reg2[27]
-- routing by layer --
layer | share of wire [%] | track usage (%) | routed length (um) | vias up
met5 | 0 | 0 | 0 | -
met4 | 1.2 | 2.36 | 161 | 0
met3 | 6.0 | 6.45 | 832 | 10
met2 | 47 | 31.4 | 6580 | 109
met1 | 46 | 36.0 | 6380 | 2089
li1 | - | - | - | 1771
-- worst max-delay path: stages --
cell and delay [ps]:
sky130_fd_sc_hd__clkdlybuf4s50_1 940, sky130_fd_sc_hd__buf_4 330, sky130_fd_sc_hd__mux4_2 330, sky130_fd_sc_hd__mux2_2 270
Power figures rest on the tool's default switching activity, not on a simulated workload.
